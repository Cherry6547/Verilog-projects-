==> ./design.v <==
module FourbitALU (
    input [3:0]a,b,
    input [2:0]s,
    output reg [3:0]result,
    output reg carryout,
    output zero,parity
);
    assign zero = (result == 4'b0000);
    assign parity = ^result;
    always @(*) begin
        case (s)
            3'b000: {carryout,result} = a + b;
            3'b001: begin
                    result = 4'b0000;
                    result = a - b;
            end
            3'b010: result = a & b;
            3'b011: result = a | b;
            3'b100: result = a ^ b;
            3'b101: result = ~a;
            3'b110: result = a + 1;
            3'b111: result = a - 1; 
            default: result = 4'b0000;
        endcase
    end
endmodule
==> ./run.sh <==
#!/bin/bash
# OpenROAD 26Q1-2900-gdf79404cd8, Yosys 0.63+post, stock flow scripts
make -C /OpenROAD-flow-scripts/flow DESIGN_CONFIG=/design/flow/config.mk WORK_HOME=/design/flow/orfs finish
==> ./config.mk <==
export PLATFORM = sky130hd
export DESIGN_NAME = FourbitALU
export DESIGN_NICKNAME = FourbitALU
export VERILOG_FILES = /design/flow/design.v
export SDC_FILE = /design/flow/constraint.sdc
export NUM_CORES = 4
export LEC_CHECK = 1
export CORE_AREA = 10 10 70 70
export DIE_AREA = 0 0 80 80
==> ./constraint.sdc <==
current_design FourbitALU

set clk_period 4.3
set clk_io_pct 0.2

create_clock -name clk0 -period $clk_period

set non_clock_inputs [all_inputs -no_clocks]
set_input_delay [expr $clk_period * $clk_io_pct] -clock clk0 $non_clock_inputs
set_output_delay [expr $clk_period * $clk_io_pct] -clock clk0 [all_outputs]
==> Changelog: implementation <==
### Changed

- Type of destination of the critical path: primary output
- Synth Area in Compound Gates: 0.256
- Timing startpoint of the critical path: b[1]
- Std-Cell Core Area: 3420 sq um
- # fillers: 369
- Antenna diode count: 0
- Ratio of cells with drive above 1 in the final layout: 0.286
- Initial Util: 0.200
- Cell count listed in synth_stat.txt: 94
- Pre-Repair DR Iteration Count: 4
- Vert. Die Dim: 80 microns
- Pin count of the biggest net entering global routing: 14
- Number of unconstrained endpoints: 2
- Relative slew slack: 0.833
- Power density over the cells: 133 nW/um^2
- Sink of the worst hold path: zero
- Outcome: finished clean
- Post-route fraction of the period consumed by the critical path: 0.968
- Sequential cell area: 15.0 sq um
- DRC viols: 0
- Dominant kind of combinational cell: adder cells
- Max Freq: 240 MHz
- Adder-cell share of the synthesized area: 0.297
- Met3 Usage GRT: 0.0136
- Post-synth ARST share: 0
- Top_reg_cell synth: dlxtn_1
- Peak ir drop on the vdd network: 0.0000684 V
- Yosys-reported design area after synthesis: 683 sq um
- Setup violation total in the final timing report: 0
- Remaining global-route overflow: 0
- Number of nets with antenna violations after detailed routing: 0
- Number of instances in the synthesized netlist: 94
- Crit path max-delay family: adder cells
- Worst path max stage delay: 0.47 ns
- Time the final worst path needs with I/O delays and setup: 4.16 ns
- Die x size: 80 microns
- Routed via count: 767
- Top cell by count, worst path: dlygate4sd2_1
- Logic pwr share: 0.989
- Actual transition at the worst max-transition pin: 0.243 ns
- Placement row count: 21
- HP Class: in -> out
- Starting DRC count in detailed routing: 32
- Cells along the critical path: dlygate4sd2_1 > a21o_1 > buf_4 > fa_1 > mux4_2 > o21a_1 > ha_1 > xor2_1 > dlygate4sd2_1
- Critical hold path startpoint: s[2]
- Commonest non-fill, non-tap cells in the layout: buf_4 (17), inv_1 (12), ha_1 (9)
- I/O pins: 18
- Net switching component of the power: 62.3 uW
- Max-Cap Viols: 0
- Count of unclocked register or latch pins: 1
- Leakage component of the power: 0.544 nW
- Busiest metal layer after global routing: met2
- Warnings, synthesis: 1
- Critical path launch point type: primary input
- Global-route wire length before repair: 3280 microns
- Number of hold buffers added after cts: 0
- Post-synth EDFFs: 0
- Total Routed Length: 2100 microns
- HPWL Detailed: 1710 microns
- Final Max Slew Viols: 0
- Proportion of total power due to net switching: 0.426
- Global router's overall resource usage: 0.0615
- Arrival time worst endpoint: 3.30 ns
- Final-layout worst hold slack: 2.50 ns
- Floorplan die area: 6400 sq um
- Via-per-instance ratio: 4.46
- I/O Buffers: 18
- Total Neg Setup Slack: 0 ns
- Largest driver fanout on the critical path: 3
- Mean cell area of the mapped netlist: 7.27 sq um
- XOR/XNOR share of the synthesized area: 0.0513
- Depth of the worst hold-timing path: 6
- Vias in the first global route: 711
- Routed len/inst: 12.2 microns
- Number of distinct library cell variants in the gate-level netlist after synthesis: 36
- Share of total power in sequential cells: 0.011
- Worst setup path class: in -> out
- RSZ-0062 raised after global routing: false
- Required time at the worst-slack endpoint: 3.44 ns
- Count of warning messages emitted by the tools: 36
- Mux share of post-synthesis cell area: 0.0934
- Synthesis-to-finish area growth: 60.6%
- Summed instance area of the synthesized netlist: 683 sq um
- Area fraction in and, or, nand and nor cells: 0.183
- Count of final hold-check violations: 0
- Count of buffer and inverter cells on the critical path: 3
- GP Congestion: 0.994
- Gate Area: 673 sq um
- Power share of the clock group: 0
- Critical-path cell with the highest stage delay: mux4_2
- Global-route track usage on met2: 0.0947
- Total internal power: 84.0 uW
- Number of antenna violations at the first check in global routing: 0
- Met1 Usage GRT: 0.0904
- Flops & latches, synth: 1
- Top logic cell by instance count in the layout: buf_4
- Flip-flop count of the largest register, all copies and words added: 1
metal layers:
layer / wire (microns) / vias to the layer above
met1: 998 / 343
met2: 928 / 28
met5: 0 / -
met4: 0 / 0
li1: - / 396
met3: 174 / 0
logic make-up (layout without fill, tap and decap cells):
family	after synthesis	count (layout)
simple gates	28	28
compound gates	24	24
xor+xnor	4	4
mux	5	5
fa+ha+maj	15	15
latches	1	1
buf+inv	17	49
synth_stat cells (2+ instances only):
cell | number | share of area
a21o_1 | 2 | 0.022
a21oi_1 | 4 | 0.029
and2_1 | 2 | 0.018
buf_2 | 2 | 0.015
fa_1 | 2 | 0.059
ha_1 | 13 | 0.24
inv_1 | 14 | 0.077
mux2i_1 | 3 | 0.044
nand2_1 | 10 | 0.055
nand3_1 | 4 | 0.029
nor2_1 | 7 | 0.038
nor3_1 | 2 | 0.015
o21ai_0 | 4 | 0.029
xnor2_1 | 2 | 0.026
xor2_1 | 2 | 0.026
per-stage QoR:
| stage | utilization | power (mW) | area [sq um] | setup WS (ns) | cells |
|---|---|---|---|---|---|
| final | 0.321 | 0.146 | 1100 | 0.136 | 172 |
| after global routing | 0.321 | 0.164 | 1100 | 0.0292 | 172 |
| after CTS | 0.305 | 0.140 | 1040 | 0.00344 | 171 |
| after detailed placement | 0.294 | 0.136 | 1000 | -0.500 | 168 |
| after global placement | 0.294 | 0.136 | 1000 | -0.473 | 168 |
| after floorplan | - | 0.0701 | 683 | 0.489 | 94 |
power by group through the flow:
| stage | sequential [mW] | combinational, mW | clock [mW] |
|---|---|---|---|
| final | 0.00154 | 0.145 | 0 |
| after global routing | 0.00158 | 0.163 | 0 |
| after CTS | 0.00156 | 0.138 | 0 |
how the worst max path moves through the flow:
stage	to	slack, ns	cells after the start
4_1_cts	zero	0.003	14
5_1_grt	parity	0.03	13
6_report	parity	0.14	9
cell type report:
class,instances,share of cell area
flip-flops and latches,1,0.0137
multi-input cells,76,0.613
repair buffers,35,0.273
well taps,46,0.0525
inverters,14,0.0479
timing repair:
item | in CTS | in global routing
resized | 17 | 15
pin swaps | 12 | 8
endpoints found under the hold margin | 0 | 0
buffers inserted | 3 | 1
setup endpoints to repair | 4 | 2
Power and IR drop assume default switching activity.
